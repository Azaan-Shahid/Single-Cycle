## /design/flow/config.mk

```make
export PLATFORM = sky130hd
export DESIGN_NAME = Rx_Datapath
export DESIGN_NICKNAME = Rx_Datapath
export VERILOG_FILES = /design/flow/design.v
export SDC_FILE = /design/flow/constraint.sdc
export NUM_CORES = 4
export LEC_CHECK = 1
export CORE_AREA = 10 10 90 90
export DIE_AREA = 0 0 100 100
```

## /design/flow/constraint.sdc

```tcl
current_design Rx_Datapath

set clk_period 3.0
set clk_io_pct 0.2

create_clock -name clk0 -period $clk_period [get_ports {clk}]

set non_clock_inputs [all_inputs -no_clocks]
set_input_delay [expr $clk_period * $clk_io_pct] -clock clk0 $non_clock_inputs
set_output_delay [expr $clk_period * $clk_io_pct] -clock clk0 [all_outputs]
```

## /design/flow/design.v

```verilog
module Rx_FIFO (
    input logic clk, reset,
    input logic [7:0] data_in,
    input logic wr_en, data_read,  
    output logic [7:0] data_out,
    output logic data_available
);
    logic [7:0] fifo [7:0];
    logic [2:0] wr_ctr, rd_ctr;
    logic [3:0] stored_bytes;
    logic rxff, fifo_empty;
    always @(posedge clk) begin
        if (reset) begin
            for (int i = 0; i < 8; i++)
                fifo[i] <= 8'b0;
            wr_ctr = 3'b0;
            rd_ctr = 3'b0;
            stored_bytes <= 4'b0;
        end
        else begin
            if (wr_en && ~rxff) begin
                fifo[wr_ctr] <= data_in;
                stored_bytes <= stored_bytes + 1;
                if (wr_ctr == 3'd7) 
                    wr_ctr <= 3'b0;
                else
                    wr_ctr <= wr_ctr + 1;
            end 
            else if (data_read) begin
                stored_bytes <= stored_bytes - 1;
                if (rd_ctr == 3'd7)
                    rd_ctr <= 3'b0;
                else
                    rd_ctr <= rd_ctr + 1;
            end
        end
    end
    assign rxff = (stored_bytes == 4'd8) ? 1'b1 : 1'b0;
    assign fifo_empty = (stored_bytes == 3'b0) ? 1'b1 : 1'b0;
    assign data_out = fifo_empty ? fifo[rd_ctr] : 8'b0;         
    assign data_available = ~fifo_empty;
endmodule
module Rx_Baud_Counter (
    input logic clk, reset,
    input logic [11:0] baud_div,
    output logic baud_comp
);
    logic [11:0] counter;
    always @(posedge clk) begin
        if (reset || baud_comp) begin
            baud_comp <= 1'b0;
            counter <= 12'b0;
        end
        else if (counter == baud_div)
            baud_comp <= 1'b1;
        else begin
            baud_comp <= 1'b0;
            counter <= counter + 1;
        end
    end
endmodule
module Rx_Controller (
	input logic clk, reset,
	input start_detected, rx_done, parity_error, stop_bit_error,
	output logic rx_start, rx_sel, store_en
);
	logic [1:0] c_state, n_state;
	parameter IDLE=2'b00, START=2'b01, RECEIVE=2'b10, STORE=2'b11;
	always_ff @ (posedge clk) begin
	if (reset)
		c_state <= IDLE;
	else
		c_state <= n_state;
	end
	always_comb	begin
		case (c_state)
			IDLE: begin 
				if (start_detected) n_state = START;
				else n_state = IDLE; 
			end
			START: begin 
				n_state = RECEIVE;
			end
			RECEIVE: begin 
				if (rx_done) begin
					if (parity_error || stop_bit_error) n_state = IDLE;
					else n_state = STORE;
				end
				else n_state = RECEIVE;
			end
			STORE: begin
				n_state = IDLE;
			end
			default: n_state = IDLE;
		endcase
	end
	always_comb begin
		case (c_state)
			IDLE: begin
				rx_start = 1'b0;
				rx_sel = 1'b1;
				store_en = 1'b0;
			end
			START: begin
				rx_start = 1'b1;
				rx_sel = 1'b1;
				store_en = 1'b0;
			end
			RECEIVE: begin
				rx_start = 1'b0;
				rx_sel = 1'b1;
				store_en = 1'b0;
			end
			STORE: begin
				rx_start = 1'b0;
				rx_sel = 1'b0;
				store_en = 1'b1;
			end
		endcase
	end
endmodule
module Rx_Datapath (
    input logic clk, reset,
    input logic rx_in,
    input logic [11:0] baud_divisor,
    input logic parity_sel, two_stop_bits, rx_start, rx_sel,
    output logic rx_done, start_detected, parity_error, stop_bit_error,
    output logic [7:0] data_out
);
    logic [11:0] shift_reg;
    logic [3:0] packet_size, shift_ctr;
    logic rx, rx_shift_en, parity;
    always_ff @(posedge clk) begin
        if (reset || rx_start) begin
            shift_ctr <= packet_size;
            rx_done <= 1'b0;
        end
        else if (rx_shift_en) begin
            if (shift_ctr == 3'b0)
                rx_done <= 1'b1;
            else begin
                shift_reg[shift_ctr] <= rx;
                shift_reg <= shift_reg >> 1;
                shift_ctr <= shift_ctr - 1;
                rx_done <= 1'b0;
            end
        end
    end
    assign parity = parity_sel ? ~(^shift_reg[8:1]) : (^shift_reg[8:1]);
    assign parity_error = (parity == shift_reg[9]) ? 1'b0 : 1'b1;
    assign stop_bit_error = two_stop_bits ? ~(shift_reg[10] & shift_reg[11]) : ~shift_reg[10];
    assign rx = rx_sel ? rx_in : 1'b1;
    assign start_detected = rx ? 1'b0 : 1'b1;
    assign packet_size = two_stop_bits ? 4'd12 : 4'd11;
    Rx_Baud_Counter baud_counter_0 (clk, (reset | rx_start), baud_divisor, rx_shift_en);
endmodule
module UART_Rx (
    input logic clk, reset,
    input logic [11:0] baud_divisor,
    input logic parity_sel, two_stop_bits, rx_in, fifo_rd,
    output logic tx_out, data_available
);
    logic [7:0] fifo_data_in, fifo_data_out;
    logic rx_start, rx_sel, rx_done;
    logic parity_error, stop_bit_error, start_detected;
    Rx_FIFO rx_fifo_0 (clk, reset, fifo_data_in, store_en, fifo_rd, fifo_data_out, data_available);   
    Rx_DataPath datapath_0 (clk, reset, rx_in, baud_divisor, parity_sel, two_stop_bits, rx_start, rx_sel, rx_done, start_detected, parity_error, stop_bit_error, fifo_data_in);
    Rx_Controller controller_0 (clk, reset, start_detected, rx_done, parity_error, stop_bit_error, rx_start, rx_sel, store_en);
endmodule
```

## /design/flow/run.sh

```bash
#!/bin/bash
# OpenROAD 26Q1-2900-gdf79404cd8, Yosys 0.63+post, stock flow scripts
make -C /OpenROAD-flow-scripts/flow DESIGN_CONFIG=/design/flow/config.mk WORK_HOME=/design/flow/orfs finish
```

==> impl_metrics.csv <==
group,metric,value,unit
run_status,status,"completed",
synthesis,synth.top_cells.by_area,"sky130_fd_sc_hd__dfxtp_1 27%, sky130_fd_sc_hd__xnor2_1 12%, sky130_fd_sc_hd__edfxtp_1 12%",
worst_setup_path,crit_path_max_fanout,6,
synthesis,synth-seq-cells,18,
synthesis,synth_chip_area,1040,um2
worst_setup_path,slowest_stage,"sky130_fd_sc_hd__o31ai_1",
grt,grt.met3_usage,2.29,%
final_timing,tightest_slew,0.571,ns
final_timing,fin_tns_setup,0,ns
layout,syn_to_final_growth,26.9,%
grt,number_of_antenna_violations_at_the_first_check_in_global_routing,0,
layout,stdcell_area,1320,um2
flow_run,max_capacitance_violation_count,0,
synthesis,netlist_area,1040,um2
routing,wl_per_cell,11.3,um
final_timing,period_needed,2.30,ns
layout,final_core_util,20.9,%
power_and_ir_drop,power.switching_fraction,22.6,%
die,fp-row-count,29,
grt,gr-usage-met1,6.87,%
routing,routed_via_density,3.87,
die,dieHeight,100,um
power_and_ir_drop,power.share.combinational,12.0,%
final_timing,holdWs,0.468,ns
synthesis,synth_sequential_area_ratio,38.6,%
die,count_of_boundary_i_o_pins,31,
synthesis,synth.avg_cell_area,8.93,um2
clock_tree,clk_transition_reported_paths,0.07,ns
layout,fill_cells,662,
routing,route.detailed.drc,0,
synthesis,synth_top_area_share,27.1,%
power_and_ir_drop,pwr-share-seq,52.6,%
clock_tree,clock_sink_count,18,
clock_tree,clock-root-buffer,"sky130_fd_sc_hd__clkbuf_8",
layout,layout_top_cells_excl_fill_tap,"19 x sky130_fd_sc_hd__clkdlybuf4s50_1, 14 x sky130_fd_sc_hd__xnor2_1, 14 x sky130_fd_sc_hd__dfxtp_1",
flow_run,warning_count,25,
clock_tree,htree_num_levels,1,
place,place.detailed.hpwl,1.88,mm
place,post_placement_worst_setup_slack,0.520,ns
final_timing,setup-violations-final,0,
synthesis,post_synth_inst_count,116,
final_timing,worst_slew_margin_rel,61.6,%
worst_setup_path,crit_required,3.12,ns
routing,totalWireLength,2.39,mm
synthesis,synthArstFlopShare,0,%
clock_tree,cts.repair.resized,0,
routing,num_antenna_cells,0,
power_and_ir_drop,ir_worst_vdd,0.182,mV
final_timing,finalWorstSetupSlack,0.701,ns
clock_tree,clk-insertion-delay-late,0.26,ns
routing,num_vias,821,
min_path,hold_class,"flip-flop to flip-flop",
routing,drtIter0Drc,115,
layout,proportion_of_layout_cells_with_a_drive_suffix_above_1,5.19,%
grt,first_global_vias,828,
routing,ant_nets,0,
final_timing,fin_worst_skew,0.00591,ns
place,place.gp.congestion,0.814,
die,core,6280,um2
die,floorplan_utilization,16.5,%
worst_setup_path,startpoint_type,"primary input",
clock_tree,maximum_buffer_depth_of_the_clock_tree,2,
power_and_ir_drop,power.switching,112,uW
synthesis,synth_warnings,10,
power_and_ir_drop,cellPowerDensity,375,nW/um2
synthesis,synthDistinctLibCells,30,
worst_setup_path,worst_ep_arrival_time,2.42,ns
place,dpl-instance-area,1270,um2
grt,met2_usage,6.47,%
final_timing,hold_viol,0,
place,port_buffers,19,
worst_setup_path,critical_path.endpoint_type,"flip-flop",
worst_setup_path,cp_cell_sequence,"clkdlybuf4s50_1 -> xnor2_1 -> nand4_1 -> o31ai_1 -> or3_1 -> a21oi_1",
layout,top_logic_cell_by_instance_count_in_the_layout,"sky130_fd_sc_hd__clkdlybuf4s50_1",
clock_tree,post_cts.repair.setup_buffers,0,
grt,grt_start_max_net_pins,13,
grt,grt_remaining_overflow,0,
synthesis,synth_stat.cells,116,
synthesis,enable_flop_cells,4,
power_and_ir_drop,p_int,381,uW
clock_tree,cts_made_buffers,3,
worst_setup_path,crit_path_max_incr_delay,0.60,ns
clock_tree,holdBufCountCts,0,
worst_setup_path,reg2reg_setup_slack,1.11,ns
final_timing,maxClockFrequency,0.435,GHz
final_timing,post-route-period-util,76.6,%
die,die_width,100,um
die,die_area,10000,um2
grt,grt_pass1_wl,3.94,mm
final_timing,grt_setup_unrepaired,"false",
synthesis,ys.flop_type,"sky130_fd_sc_hd__dfxtp_1",
clock_tree,cts_tree,"done",
grt,grt_usage,4.80,%
power_and_ir_drop,p_leak,0.000416,uW
grt,grt_busiest_layer,"met1",
worst_setup_path,timing_worst_setup_path_type,"primary input to flip-flop",
final_timing,final-max-slew-violation-count,0,
synthesis,largest_area_cell,"sky130_fd_sc_hd__dfxtp_1",
routing,detailedRoute.firstPassIterationCount,4,
power_and_ir_drop,clockPowerShare,35.4,%
## logic make-up after synthesis
logic type / after synthesis / share of synthesized area, %
AND/OR/NAND/NOR: 38 / 21.4
buffers and inverters: 14 / 8.70
flip-flops: 18 / 38.6
XOR/XNOR: 16 / 13.5
AND-OR/OR-AND: 25 / 13.6
other: 2 / 0.725
adder cells (fa/ha/maj): 2 / 2.42
multiplexers: 1 / 0.966
## cell type report
| cell class | count | area [um2] | area share [%] |
|---|---|---|---|
| multi-input combinational | 91 | 572 | 43.5 |
| timing repair buffer | 19 | 190 | 14.5 |
| clock buffer | 3 | 41.3 | 3.14 |
| inverter | 3 | 11.3 | 0.856 |
| sequential | 18 | 400 | 30.4 |
| tap | 77 | 96.3 | 7.33 |
| clock inverter | 1 | 3.75 | 0.285 |
## final timing paths
check,from,to,cells after the start
setup / recovery,baud_divisor[10],baud_counter_0.counter[7]$_SDFFE_PP0P_,6
hold / removal,rx_done$_SDFFE_PP0P_,rx_done$_SDFFE_PP0P_,2
setup reg to reg,baud_counter_0.counter[10]$_SDFFE_PP0P_,baud_counter_0.counter[7]$_SDFFE_PP0P_,5
hold reg to reg,rx_done$_SDFFE_PP0P_,rx_done$_SDFFE_PP0P_,2
## sequential cells by signal, indices dropped and copies added (netlist names)
signal	cells
baud_counter_0.counter	12
rx_done	1
shift_ctr	4
baud_counter_0.baud_comp	1
## Yosys cell counts, drive strengths merged, types with 2 or more instances
cell type and instances:
dfxtp 14, xnor2 14, a21oi 11, buf 10, o21ai 10, or3 10, nand2 6, nand4 5
nor2 5, edfxtp 4, inv 3, nor3 3, and2 2, conb 2, ha 2, nor2b 2
o31ai 2, xor2 2
## metal layers
metal / wire length (um) / up-vias
li1: - / 426
met1: 1190 / 361
met2: 949 / 30
met3: 214 / 4
met4: 40 / 0
met5: 0 / -
## critical path: cells and delay by family
kind | cells | cell delay, ns
buffers and inverters | 1 | 0.43
XOR/XNOR | 1 | 0.25
AND-OR/OR-AND | 2 | 0.66
AND/OR/NAND/NOR | 2 | 0.48
## power groups by stage
stage | combinational [uW] | clock (uW) | sequential, uW
finish | 59.4 | 174 | 259
global route | 67.4 | 190 | 260
CTS | 60.7 | 177 | 259
## metrics by stage
| step | instances | power [uW] |
|---|---|---|
| final | 212 | 493 |
| after global routing | 212 | 518 |
| after CTS | 212 | 497 |
| after detailed placement | 208 | 325 |
| after global placement | 208 | 324 |
| after floorplan | 123 | 301 |
Power is estimated from default activity; no workload was simulated.
